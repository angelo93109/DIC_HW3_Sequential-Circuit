## /design/flow/design.v

```verilog
module Convolution_without_pipeline(
    clk,
    rst_n,
	in_valid,
	In_IFM_1,
	In_IFM_2,
	In_IFM_3,
	In_IFM_4,
	In_IFM_5,
	In_IFM_6,
	In_IFM_7,
	In_IFM_8,
	In_IFM_9,
	In_Weight_1,
	In_Weight_2,
	In_Weight_3,
	In_Weight_4,
    In_Weight_5,
	In_Weight_6,
	In_Weight_7,
	In_Weight_8,
	In_Weight_9,
    out_valid, 
	Out_OFM
    );
input clk, rst_n;
input in_valid;
input[7:0]In_IFM_1;
input[7:0]In_IFM_2;
input[7:0]In_IFM_3;
input[7:0]In_IFM_4;
input[7:0]In_IFM_5;
input[7:0]In_IFM_6;
input[7:0]In_IFM_7;
input[7:0]In_IFM_8;
input[7:0]In_IFM_9;
input[7:0]In_Weight_1;
input[7:0]In_Weight_2;
input[7:0]In_Weight_3;
input[7:0]In_Weight_4;
input[7:0]In_Weight_5;
input[7:0]In_Weight_6;
input[7:0]In_Weight_7;
input[7:0]In_Weight_8;
input[7:0]In_Weight_9;
output reg out_valid;
output reg [20:0]Out_OFM;
parameter IDLE       = 2'd0;
parameter IN         = 2'd1;
parameter Cal        = 2'd2;
parameter Out        = 2'd3;
reg [1:0]cstate;
reg [1:0]nstate;
reg [7:0]In_1;
reg [7:0]In_2;
reg [7:0]In_3;
reg [7:0]In_4;
reg [7:0]In_5;
reg [7:0]In_6;
reg [7:0]In_7;
reg [7:0]In_8;
reg [7:0]In_9;
reg [7:0]weigts1;
reg [7:0]weigts2;
reg [7:0]weigts3;
reg [7:0]weigts4;
reg [7:0]weigts5;
reg [7:0]weigts6;
reg [7:0]weigts7;
reg [7:0]weigts8;
reg [7:0]weigts9;
wire [20:0]Adder;
always@(posedge clk or negedge rst_n)
begin
	if(!rst_n)
		cstate <= IDLE;
	else 
		cstate <= nstate;
end
always@(*)
begin
	case(cstate)
		IDLE:  
			if(in_valid==1)   
				nstate = IN;      
			else
				nstate = cstate;
		IN:
			nstate = Cal;
		Cal:  
			nstate = Out;         
		Out: 	                           
			nstate = IDLE;
		default
			nstate = cstate;
	endcase
end
always@(posedge clk or negedge rst_n)   
begin
	if(!rst_n)
		begin
			In_1 <= 8'd0;
			In_2 <= 8'd0;
			In_3 <= 8'd0;
			In_4 <= 8'd0;
			In_5 <= 8'd0;
			In_6 <= 8'd0;
			In_7 <= 8'd0;
			In_8 <= 8'd0;
			In_9 <= 8'd0;
		end
	else if(in_valid == 1)
		begin
			In_1 <= In_IFM_1;
			In_2 <= In_IFM_2;	
			In_3 <= In_IFM_3;	
			In_4 <= In_IFM_4;
			In_5 <= In_IFM_5;
			In_6 <= In_IFM_6;	
			In_7 <= In_IFM_7;	
			In_8 <= In_IFM_8;	
			In_9 <= In_IFM_9;
		end	
	else if(cstate == IDLE)
		begin
			In_1 <= 8'd0;
			In_2 <= 8'd0;
			In_3 <= 8'd0;
			In_4 <= 8'd0;
			In_5 <= 8'd0;
			In_6 <= 8'd0;
			In_7 <= 8'd0;
			In_8 <= 8'd0;
			In_9 <= 8'd0;
		end
	else
		begin
			In_1 <= In_1;
			In_2 <= In_2;
			In_3 <= In_3;
			In_4 <= In_4;
			In_5 <= In_5;
			In_6 <= In_6;
			In_7 <= In_7;
			In_8 <= In_8;
			In_9 <= In_9;
		end
end
always@(posedge clk or negedge rst_n)   
begin
	if(!rst_n)
		begin
			weigts1 <= 8'd0;
			weigts2 <= 8'd0;
			weigts3 <= 8'd0;
			weigts4 <= 8'd0;
			weigts5 <= 8'd0;
			weigts6 <= 8'd0;
			weigts7 <= 8'd0;
			weigts8 <= 8'd0;
			weigts9 <= 8'd0;
		end
	else if(in_valid == 1)
		begin
			weigts1 <= In_Weight_1;
			weigts2 <= In_Weight_2;	
			weigts3 <= In_Weight_3;	
			weigts4 <= In_Weight_4;
			weigts5 <= In_Weight_5;
			weigts6 <= In_Weight_6;	
			weigts7 <= In_Weight_7;	
			weigts8 <= In_Weight_8;
			weigts9 <= In_Weight_9;
		end
	else if(cstate == IDLE)
		begin
			weigts1 <= 8'd0;
			weigts2 <= 8'd0;
			weigts3 <= 8'd0;
			weigts4 <= 8'd0;
			weigts5 <= 8'd0;
			weigts6 <= 8'd0;
			weigts7 <= 8'd0;
			weigts8 <= 8'd0;
			weigts9 <= 8'd0;
		end	
	else
		begin
			weigts1 <= weigts1;
			weigts2 <= weigts2;
			weigts3 <= weigts3;
			weigts4 <= weigts4;
			weigts5 <= weigts5;
			weigts6 <= weigts6;
			weigts7 <= weigts7;
			weigts8 <= weigts8;
			weigts9 <= weigts9;
		end
end
assign Adder = (In_1 * weigts1) +  (In_2 * weigts2)+  (In_3 * weigts3)+  (In_4 * weigts4)+  (In_5 * weigts5)+  (In_6 * weigts6)+  (In_7 * weigts7)+  (In_8 * weigts8)+  (In_9 * weigts9);
always@(posedge clk or negedge rst_n)
begin
	if(!rst_n)
		Out_OFM <= 21'd0;
	else if(cstate == Out)
		Out_OFM <= Adder;
	else 
		Out_OFM <= 21'd0;
end
always@(posedge clk or negedge rst_n)
begin
	if(!rst_n)
		out_valid <= 1'd0;
	else if(cstate == Out)
		out_valid <= 1'd1;
	else 
		out_valid <= 1'd0;
end
endmodule
```

## /design/flow/run.sh

```bash
#!/bin/bash
# OpenROAD 26Q1-2900-gdf79404cd8, Yosys 0.63+post, stock flow scripts
make -C /OpenROAD-flow-scripts/flow DESIGN_CONFIG=/design/flow/config.mk WORK_HOME=/design/flow/orfs finish
```

## /design/flow/config.mk

```make
export PLATFORM = sky130hd
export DESIGN_NAME = Convolution_without_pipeline
export DESIGN_NICKNAME = Convolution_without_pipeline
export VERILOG_FILES = /design/flow/design.v
export SDC_FILE = /design/flow/constraint.sdc
export NUM_CORES = 4
export LEC_CHECK = 1
export CORE_UTILIZATION = 50
```

## /design/flow/constraint.sdc

```tcl
current_design Convolution_without_pipeline

set clk_period 15.9
set clk_io_pct 0.2

create_clock -name clk0 -period $clk_period [get_ports {clk}]

set non_clock_inputs [all_inputs -no_clocks]
set_input_delay [expr $clk_period * $clk_io_pct] -clock clk0 $non_clock_inputs
set_output_delay [expr $clk_period * $clk_io_pct] -clock clk0 [all_outputs]
```

==> results.txt <==
Worst Slack Setup Final: 8.08 ns
final wirelength: 71,600 µm
Worst setup EP type: register
first drt pass iteration count: 18
largest reg by FF count: Out_OFM
Comb gate area: 19,700 µm²
Worst Path Buf+Inv: 6
Min-Delay Path Depth: 0
dpl hpwl: 61,400 µm
Final Skew: 0.0158 ns
synth top area cells: fa_1 40%, dfrtp_1 16%, ha_1 12%
CTS root buf: clkbuf_16
port bufs: 168
Place WS: 8.11 ns
Largest register FFs: 21
unrepaired setup endpoints after global routing: no
fp util: 50.9%
Log Warnings: 31
max frequency: 128 MHz
Worst Max-Slew Pin Slew: 0.833 ns
fin. max-slew vios: 0
Synth cell types: 38
Slowest-stage cell, CP: fa_1
Core ar.: 52,800 µm²
Fin. Hold Viols: 0
Max stage delay on crit path: 0.58 ns
synthesis warning total: 1
P&R area growth vs syn: 10.6%
clk sinks: 170
Clock transition at path regs: 0.07 ns
startpoint types: register
gr ovfl total: 0
number of global-route vias before repair: 20,000
Worst Reg2Reg Path Length in Cells: 23
total negative slack: 0 ns
Worst-Skew Late Latency: 0.49 ns
YS chip area: 26,800 µm²
Post-Syn Instances: 2,844
Max-area cell share: 40.5%
period utilization: 49.2%
post-route minimum period: 7.82 ns
Post-synth EDFFs: 0
Post-CTS Resized: 0
Chip Width: 234 µm
Worst path depth: 23
FFs w/ async S/R, synth: 100%
most used flip-flop cell: dfrtp_1
gp weighted congestion: 1.00
chip area: 54,600 µm²
Syn Area/Cell: 9.44 µm²
Antenna Cells: 0
worst-path maximum fanout: 9
CP cell instances: and2_1 > fa_1 > inv_1 > fa_1 > inv_1 > fa_1 > fa_1 > inv_1 > fa_1 > fa_1 > inv_1 > fa_1 > fa_1 > fa_1 > inv_1 > fa_1 > inv_1 > ha_1 > a21oi_1 > o211ai_1 > a41o_2 > a41oi_1 > mux2i_1
routed len/inst: 19.6 µm
Final Instance Area: 29,700 µm²
count leader, synth: inv_1
# Cells Yosys: 2,844
Yosys top cell by area: fa_1
TritonCTS buffer count: 17
top cell family by delay on the critical path: adder cells
critical path type: reg -> reg
CTS max path bufs: 2
post-synthesis register bit count: 170
Max H-tree Level: 4
Register Area: 4260 µm²
fillers: 4,742
max_cap viols: 0
initial antenna violation count: 0
row cnt: 84
relative slew slack: 44.5%
final number of setup-violating endpoints: 0
crit path DRT: 16.31 ns
share of cells above drive strength 1: 1.48%
routed vias: 18,300
synth cell count leaders: 666 x inv_1, 543 x fa_1, 494 x nand2_1, 398 x and2_1, 258 x ha_1
Final ANT Viol Nets: 0
final routed DRC violation total: 0
Die Height: 234 µm
Hold WC Path Type: reg -> reg
Seq share, synth: 15.9%
num ports: 169
first-pass GRT wire length: 114,000 µm
Cell Area, Placed: 29,100 µm²
CP Data Arrival Time: 8.23 ns
most frequent CP cell: fa_1
hold buffer count at CTS: 0
largest net degree at the start of global routing: 85
all-layer global routing usage: 30.2%
Setup Fix Bufs, Post-CTS: 0
status: completed
DR iter-0 viols: 802
TritonCTS clock tree: done
Via density: 5.02
synthesized area: 26,800 µm²
path summary, 6_finish.rpt:
path                       slack, ns  startpoint           to
min                             0.36   cstate[2]    cstate[1]
max                             8.08     In_7[6]  Out_OFM[17]
max reg2reg                     8.08     In_7[6]  Out_OFM[17]
min in group asynchronous       2.57       rst_n   Out_OFM[0]
max in group asynchronous      11.76       rst_n   weigts5[1]
min reg2reg                     0.36   cstate[2]    cstate[1]
stage by stage:
stage               utilization [%]  hold WS (ns)  cells
detailed placement             55.2         0.336   3622
global placement               55.2         0.341   3622
floorplan                         -         0.331   2844
CTS                            56.3         0.361   3653
finish                         56.3         0.358   3653
global route                   56.3         0.363   3653
worst register-to-register path, cell delays in order (launching register included):
cell,delay (ns)
dfrtp_1,0.50
and2_1,0.24
fa_1,0.53
inv_1,0.05
fa_1,0.52
inv_1,0.05
fa_1,0.45
fa_1,0.49
inv_1,0.08
fa_1,0.53
fa_1,0.57
inv_1,0.07
fa_1,0.58
fa_1,0.44
fa_1,0.52
inv_1,0.06
fa_1,0.49
inv_1,0.05
ha_1,0.40
a21oi_1,0.30
o211ai_1,0.13
a41o_2,0.28
a41oi_1,0.21
mux2i_1,0.21
cell families after synthesis:
family,Yosys count,synth area share (%)
fa+ha+maj,801,52.5
xor+xnor,8,0.261
mux,6,0.224
flops,170,15.9
simple gates,911,16.6
buf+inv,755,10.6
compound gates,193,3.96
metal layers:
metal / part of all wire (%) / GRT usage [%] / up-vias
met5: 0 / 0 / -
met4: 1.1 / 2.60 / 0
met3: 8.9 / 11.0 / 30
met2: 46 / 44.5 / 502
met1: 44 / 48.1 / 9284
li1: - / - / 8526
cell type report:
type / count / area share [%]
multi-input cells: 1919 / 66.5
inverters: 667 / 8.44
clock inverters: 10 / 0.400
clock buffers: 21 / 1.52
repair buffers: 178 / 5.91
well taps: 688 / 2.90
flip-flops and latches: 170 / 14.3
cell usage in the layout (no fill, tap or decap), drive strengths merged, types with 2 or more instances in the layout:
cell           netlist  routed
nand2b               5       5
and2               398     398
xnor2                4       4
o211ai               3       3
bufinv               0       2
clkinvlp             0       3
nor2                 5       5
clkdlybuf4s50        0     166
nand4                2       2
a211oi               3       3
ha                 258     258
clkinv               0       3
o21bai               2       2
inv                667     669
dfrtp              169     169
mux2i                6       6
xor2                 4       4
o21a                 5       5
clkbuf              77      21
a21oi               11      11
buf                 11      12
o21ai              152     152
and4                 2       2
a21o                 7       7
a41oi                3       3
and3                 2       2
nor2b                2       2
nand2              494     494
fa                 543     543
