[design/flow/run.sh]
#!/bin/bash
# OpenROAD 26Q1-2900-gdf79404cd8, Yosys 0.63+post, stock flow scripts
make -C /OpenROAD-flow-scripts/flow DESIGN_CONFIG=/design/flow/config.mk WORK_HOME=/design/flow/orfs finish
[design/flow/design.v]
module Convolution_with_pipeline(
    clk,
    rst_n,
	in_valid,
	In_IFM_1,
	In_IFM_2,
	In_IFM_3,
	In_IFM_4,
	In_IFM_5,
	In_IFM_6,
	In_IFM_7,
	In_IFM_8,
	In_IFM_9,
	In_Weight_1,
	In_Weight_2,
	In_Weight_3,
	In_Weight_4,
    In_Weight_5,
	In_Weight_6,
	In_Weight_7,
	In_Weight_8,
	In_Weight_9,
    out_valid, 
	Out_OFM,
    );
input clk, rst_n;
input in_valid;
input[7:0]In_IFM_1;
input[7:0]In_IFM_2;
input[7:0]In_IFM_3;
input[7:0]In_IFM_4;
input[7:0]In_IFM_5;
input[7:0]In_IFM_6;
input[7:0]In_IFM_7;
input[7:0]In_IFM_8;
input[7:0]In_IFM_9;
input[7:0]In_Weight_1;
input[7:0]In_Weight_2;
input[7:0]In_Weight_3;
input[7:0]In_Weight_4;
input[7:0]In_Weight_5;
input[7:0]In_Weight_6;
input[7:0]In_Weight_7;
input[7:0]In_Weight_8;
input[7:0]In_Weight_9;
output reg out_valid;
output reg [20:0]Out_OFM;
parameter IDLE      	= 3'd0;
parameter IN        	= 3'd1;
parameter stage_1       = 3'd2;
parameter stage_12		= 3'd3;
parameter stage_123		= 3'd4;
parameter stage_all		= 3'd5;
parameter stage_all_out	= 3'd6;
reg [2:0]cstate;
reg [2:0]nstate;
reg [7:0]In_1;
reg [7:0]In_2;
reg [7:0]In_3;
reg [7:0]In_4;
reg [7:0]In_5;
reg [7:0]In_6;
reg [7:0]In_7;
reg [7:0]In_8;
reg [7:0]In_9;
reg [7:0]weigts1;
reg [7:0]weigts2;
reg [7:0]weigts3;
reg [7:0]weigts4;
reg [7:0]weigts5;
reg [7:0]weigts6;
reg [7:0]weigts7;
reg [7:0]weigts8;
reg [7:0]weigts9;
reg [20:0] pps1_1;
reg [20:0] pps1_2;
reg [20:0] pps1_3;
reg [20:0] pps1_4;
reg [20:0] pps1_5;
reg [20:0] pps1_6;
reg [20:0] pps1_7;
reg [20:0] pps1_8;
reg [20:0] pps1_9;
reg [20:0] pps2_1;
reg [20:0] pps2_2;
reg [20:0] pps2_3;
reg [20:0] pps2_4;
reg [20:0] pps2_5;
reg [20:0] pps3_1;
reg [20:0] pps3_2;
reg [20:0] pps3_3;
reg [20:0] pps4_1;
reg [20:0] pps4_2;
wire [20:0]MUL_1;
wire [20:0]MUL_2;
wire [20:0]MUL_3;
wire [20:0]MUL_4;
wire [20:0]MUL_5;
wire [20:0]MUL_6;
wire [20:0]MUL_7;
wire [20:0]MUL_8;
wire [20:0]MUL_9;
wire [20:0]Adder_11;
wire [20:0]Adder_12;
wire [20:0]Adder_13;
wire [20:0]Adder_14;
wire [20:0]Adder_21;
wire [20:0]Adder_22;
wire [20:0]Adder_3;
wire [20:0]Adder_4;
always@(posedge clk or negedge rst_n)
begin
	if(!rst_n)
		cstate <= IDLE;
	else 
		cstate <= nstate;
end
always@(*)
	begin
	case(cstate)
		IDLE:  
			if(in_valid==1)   
				nstate = IN;      
			else
				nstate = cstate;
		IN:
			nstate = stage_1;
		stage_1:  
			nstate = stage_12; 
		stage_12: 	                           
			nstate = stage_123;
		stage_123:
			nstate = stage_all;
		stage_all:
			nstate =  stage_all_out;
		stage_all_out:
			if(!rst_n)
				nstate = IDLE;
			else 
				nstate = stage_all_out;
		default
			nstate = cstate;
	endcase
	end
always@(posedge clk or negedge rst_n)   
begin
	if(!rst_n)
		begin
			In_1 <= 8'd0;
			In_2 <= 8'd0;
			In_3 <= 8'd0;
			In_4 <= 8'd0;
			In_5 <= 8'd0;
			In_6 <= 8'd0;
			In_7 <= 8'd0;
			In_8 <= 8'd0;
			In_9 <= 8'd0;
		end
	else if(in_valid == 1)
		begin
			In_1 <= In_IFM_1;
			In_2 <= In_IFM_2;	
			In_3 <= In_IFM_3;	
			In_4 <= In_IFM_4;
			In_5 <= In_IFM_5;
			In_6 <= In_IFM_6;	
			In_7 <= In_IFM_7;	
			In_8 <= In_IFM_8;	
			In_9 <= In_IFM_9;
		end	
	else if(cstate == IDLE)
		begin
			In_1 <= 8'd0;
			In_2 <= 8'd0;
			In_3 <= 8'd0;
			In_4 <= 8'd0;
			In_5 <= 8'd0;
			In_6 <= 8'd0;
			In_7 <= 8'd0;
			In_8 <= 8'd0;
			In_9 <= 8'd0;
		end
	else
		begin
			In_1 <= In_1;
			In_2 <= In_2;
			In_3 <= In_3;
			In_4 <= In_4;
			In_5 <= In_5;
			In_6 <= In_6;
			In_7 <= In_7;
			In_8 <= In_8;
			In_9 <= In_9;
		end
end
always@(posedge clk or negedge rst_n)   
begin
	if(!rst_n)
		begin
			weigts1 <= 8'd0;
			weigts2 <= 8'd0;
			weigts3 <= 8'd0;
			weigts4 <= 8'd0;
			weigts5 <= 8'd0;
			weigts6 <= 8'd0;
			weigts7 <= 8'd0;
			weigts8 <= 8'd0;
			weigts9 <= 8'd0;
		end
	else if(in_valid == 1)
		begin
			weigts1 <= In_Weight_1;
			weigts2 <= In_Weight_2;	
			weigts3 <= In_Weight_3;	
			weigts4 <= In_Weight_4;
			weigts5 <= In_Weight_5;
			weigts6 <= In_Weight_6;	
			weigts7 <= In_Weight_7;	
			weigts8 <= In_Weight_8;
			weigts9 <= In_Weight_9;
		end
	else if(cstate == IDLE)
		begin
			weigts1 <= 8'd0;
			weigts2 <= 8'd0;
			weigts3 <= 8'd0;
			weigts4 <= 8'd0;
			weigts5 <= 8'd0;
			weigts6 <= 8'd0;
			weigts7 <= 8'd0;
			weigts8 <= 8'd0;
			weigts9 <= 8'd0;
		end	
	else
		begin
			weigts1 <= weigts1;
			weigts2 <= weigts2;
			weigts3 <= weigts3;
			weigts4 <= weigts4;
			weigts5 <= weigts5;
			weigts6 <= weigts6;
			weigts7 <= weigts7;
			weigts8 <= weigts8;
			weigts9 <= weigts9;
		end
end
assign MUL_1 = In_1 * weigts1;
assign MUL_2 = In_2 * weigts2;
assign MUL_3 = In_3 * weigts3;
assign MUL_4 = In_4 * weigts4;
assign MUL_5 = In_5 * weigts5;
assign MUL_6 = In_6 * weigts6;
assign MUL_7 = In_7 * weigts7;
assign MUL_8 = In_8 * weigts8;
assign MUL_9 = In_9 * weigts9;
assign Adder_11 = pps1_1 + pps1_2;
assign Adder_12 = pps1_3 + pps1_4;
assign Adder_13 = pps1_5 + pps1_6; 
assign Adder_14 = pps1_7 + pps1_8; 
assign Adder_21 = pps2_1 + pps2_2; 
assign Adder_22 = pps2_3 + pps2_4; 
assign Adder_3 = pps3_1 + pps3_2; 
assign Adder_4 = pps4_1 + pps4_2; 
always @(posedge clk or negedge rst_n) 
begin
	if(!rst_n)
		begin 
			pps1_1 <= 21'd0;
			pps1_2 <= 21'd0;
			pps1_3 <= 21'd0;
			pps1_4 <= 21'd0;
			pps1_5 <= 21'd0;
			pps1_6 <= 21'd0;
			pps1_7 <= 21'd0;
			pps1_8 <= 21'd0;
			pps1_9 = 21'd0;
			pps2_1 <= 21'd0;
			pps2_2 <= 21'd0;
			pps2_3 <= 21'd0;
			pps2_4 <= 21'd0;
			pps2_5 = 21'd0;
			pps3_1 <= 21'd0;
			pps3_2 <= 21'd0;
			pps3_3 = 21'd0;
			pps4_1 <= 21'd0;
			pps4_2 = 21'd0;	
		end
	else if (cstate == stage_1)
		begin
			pps1_1 <= MUL_1;
			pps1_2 <= MUL_2;
			pps1_3 <= MUL_3;
			pps1_4 <= MUL_4;
			pps1_5 <= MUL_5;
			pps1_6 <= MUL_6;
			pps1_7 <= MUL_7;
			pps1_8 <= MUL_8;
			pps1_9 = MUL_9;
		end
	else if (cstate == stage_12)
		begin
			pps1_1 <= MUL_1;
			pps1_2 <= MUL_2;
			pps1_3 <= MUL_3;
			pps1_4 <= MUL_4;
			pps1_5 <= MUL_5;
			pps1_6 <= MUL_6;
			pps1_7 <= MUL_7;
			pps1_8 <= MUL_8;
			pps2_1 <= Adder_11;
			pps2_2 <= Adder_12;
			pps2_3 <= Adder_13;
			pps2_4 <= Adder_14;
			pps2_5 = pps1_9;
			pps1_9 = MUL_9;
		end
	else if (cstate == stage_123)
		begin
			pps1_1 <= MUL_1;
			pps1_2 <= MUL_2;
			pps1_3 <= MUL_3;
			pps1_4 <= MUL_4;
			pps1_5 <= MUL_5;
			pps1_6 <= MUL_6;
			pps1_7 <= MUL_7;
			pps1_8 <= MUL_8;
			pps2_1 <= Adder_11;
			pps2_2 <= Adder_12;
			pps2_3 <= Adder_13;
			pps2_4 <= Adder_14;
			pps3_1 <= Adder_21;
			pps3_2 <= Adder_22;
			pps3_3 = pps2_5;
			pps2_5 = pps1_9;
			pps1_9 = MUL_9;
		end
	else if ((cstate == stage_all) || (cstate == stage_all_out))
		begin
			pps1_1 <= MUL_1;
			pps1_2 <= MUL_2;
			pps1_3 <= MUL_3;
			pps1_4 <= MUL_4;
			pps1_5 <= MUL_5;
			pps1_6 <= MUL_6;
			pps1_7 <= MUL_7;
			pps1_8 <= MUL_8;
			pps2_1 <= Adder_11;
			pps2_2 <= Adder_12;
			pps2_3 <= Adder_13;
			pps2_4 <= Adder_14;
			pps3_1 <= Adder_21;
			pps3_2 <= Adder_22;
			pps4_1 <= Adder_3;
			pps4_2 = pps3_3;
			pps3_3 = pps2_5;
			pps2_5 = pps1_9;
			pps1_9 = MUL_9;
		end
	else if (cstate == IDLE)
		begin
			pps1_1 <= 21'd0;
			pps1_2 <= 21'd0;
			pps1_3 <= 21'd0;
			pps1_4 <= 21'd0;
			pps1_5 <= 21'd0;
			pps1_6 <= 21'd0;
			pps1_7 <= 21'd0;
			pps1_8 <= 21'd0;
			pps1_9 = 21'd0;			
			pps2_1 <= 21'd0;
			pps2_2 <= 21'd0;
			pps2_3 <= 21'd0;
			pps2_4 <= 21'd0;
			pps2_5 = 21'd0;			
			pps3_1 <= 21'd0;
			pps3_2 <= 21'd0;
			pps3_3 = 21'd0;			
			pps4_1 <= 21'd0;
			pps4_2 = 21'd0;			
		end
	else 
		begin
			pps1_1 <= pps1_1;
			pps1_2 <= pps1_2;
			pps1_3 <= pps1_3;
			pps1_4 <= pps1_4;
			pps1_5 <= pps1_5;
			pps1_6 <= pps1_6;
			pps1_7 <= pps1_7;
			pps1_8 <= pps1_8;
			pps1_9 = pps1_9;
			pps2_1 <= pps2_1;
			pps2_2 <= pps2_2;
			pps2_3 <= pps2_3;
			pps2_4 <= pps2_4;
			pps2_5 = pps2_5;
			pps3_1 <= pps3_1;
			pps3_2 <= pps3_2;
			pps3_3 = pps3_3;
			pps4_1 <= pps4_1;
			pps4_2 = pps4_2;
		end
end
always@(posedge clk or negedge rst_n)
begin
	if(!rst_n)
		Out_OFM <= 21'd0;
	else if(cstate == stage_all_out)
		Out_OFM <= Adder_4;
	else 
		Out_OFM <= 21'd0;
end
always@(posedge clk or negedge rst_n)
begin
	if(!rst_n)
		out_valid <= 1'd0;
	else if(cstate == stage_all_out)
		out_valid <= 1'd1;
	else 
		out_valid <= 1'd0;
end
endmodule
[design/flow/config.mk]
export PLATFORM = sky130hd
export DESIGN_NAME = Convolution_with_pipeline
export DESIGN_NICKNAME = Convolution_with_pipeline
export VERILOG_FILES = /design/flow/design.v
export SDC_FILE = /design/flow/constraint.sdc
export NUM_CORES = 4
export LEC_CHECK = 1
export CORE_UTILIZATION = 50
[design/flow/constraint.sdc]
current_design Convolution_with_pipeline

set clk_period 10.5
set clk_io_pct 0.2

create_clock -name clk0 -period $clk_period [get_ports {clk}]

set non_clock_inputs [all_inputs -no_clocks]
set_input_delay [expr $clk_period * $clk_io_pct] -clock clk0 $non_clock_inputs
set_output_delay [expr $clk_period * $clk_io_pct] -clock clk0 [all_outputs]
==> flow_summary.json <==
{
  "worstMarginPinSlew_ns": 0.753,
  "ioPinCount": 169,
  "grt_first_pass_wirelength_mm": 169,
  "worstPathArrival_ns": 5.06,
  "drc": 0,
  "netlist_area_mm2": 0.0422,
  "insertion_delay_ns": 0.68,
  "die_w_um": 292,
  "post_cts_buffers": 0,
  "synthArstFlopShare_pct": 100,
  "finalClockPeriodUsage_pct": 43.1,
  "grt_start_max_net_pins": 119,
  "outcome": "completed",
  "power_density_mw_per_mm2": 223,
  "ys_cells": 4525,
  "chipArea_mm2": 0.0855,
  "vias": 31041,
  "setup_tns_ns": 0,
  "rsz0062_at_grt": "false",
  "fin_skew_ns": 0.0480,
  "grt_usage_pct": 26.3,
  "slew_viol_final": 0,
  "worst_slack_ns": 5.97,
  "postCtsResizedCells": 0,
  "gp_congestion": 0.933,
  "root_buffer": "clkbuf_16",
  "ant_nets": 0,
  "routed_wl_mm": 103,
  "slew_headroom_pct": 49.8,
  "hold_buffers": 0,
  "fillers": 7437,
  "syn_avg_cell_area_um2": 9.32,
  "finalPower_mw": 10.5,
  "drt_iter0_drc": 1504,
  "wl_per_cell_um": 17.8,
  "warnings": 31,
  "layout_top_cell": "nand2_1",
  "hold_path_class": "flop to flop",
  "criticalPathCategory": "flop to flop",
  "fin_crit_ns": 4.53,
  "cts_tree": "yes",
  "clock-sinks": 487,
  "fmax_mhz": 221,
  "clk_pin_slew_ns": 0.06,
  "synth_top_flop_cell": "dfrtp_1",
  "setup_viol": 0,
  "cp.required_ns": 11.03,
  "ys_ff": 487,
  "pre_cts_slack_ns": 6.03,
  "rows": 106,
  "netlist_instances": 4525,
  "first_pass_iters": 7,
  "p_leak_nw": 23.5,
  "antenna_found_initial": 3,
  "crit_path_start_kind": "flop",
  "gr-total-overflow": 0,
  "dp_hpwl_mm": 79.1,
  "utilization_pct": 56.3,
  "ctsHtreeMaxLevel": 2,
  "area_growth_pct": 11.5,
  "crit_path_end_kind": "flop",
  "yosysWarnings": 1,
  "port_buffers": 167,
  "cap_violations": 0,
  "edf_count": 0,
  "synth_seq_share_pct": 28.9,
  "final_cells": 5773,
  "hold_viol": 0,
  "grt_pass1_vias": 31068,
  "cts.path.max_buffers": 3,
  "cp_max_fo": 9,
  "final_cell_mix": "nand2_1, dfrtp_1, and2_1, ha_1, inv_1",
  "cts_made_buffers": 60,
  "ys_area_mm2": 0.0422,
  "drive_gt1_share_pct": 3.50,
  "ir_drop_uv": 145,
  "die_y_um": 292,
  "via_per_inst": 5.38,
  "ys_types": 73,
  "fp.coreArea_mm2": 0.0836,
  "core_util_floorplan_pct": 50.5,
  "place_inst": 5663
}
cells by family after synthesis:
| family | synth area share [%] |
|---|---|
| XOR/XNOR | 4.09 |
| flip-flops | 28.9 |
| AND-OR/OR-AND | 14.5 |
| buffers and inverters | 5.29 |
| adder cells (fa/ha/maj) | 29.3 |
| AND/OR/NAND/NOR | 17.9 |
| other | 0.00889 |
sequential cells by signal, indices dropped and copies added, names as in the netlist, 17 cells and up:
signal,count
pps2_3,17
pps2_1,17
Out_OFM,20
pps2_2,17
pps2_4,17
pps3_2,18
pps3_1,18
pps4_1,19
worst max-delay path, stage by stage (launching register included):
cell      delay [ns]
dfrtp_1         0.48
and2_1          0.22
fa_1            0.44
fa_1            0.49
inv_1           0.05
fa_1            0.48
fa_1            0.49
inv_1           0.04
ha_1            0.23
a211oi_1        0.28
o21ai_1         0.12
a21oi_1         0.36
o21ai_1         0.14
a311oi_1        0.34
xnor2_1         0.16
o21ai_1         0.07
metal layers:
| layer | track usage (%) | wire [µm] | share of wire (%) | vias to the layer above |
|---|---|---|---|---|
| met5 | 0.113 | 0 | 0 | - |
| met3 | 8.22 | 8040 | 7.8 | 97 |
| met2 | 37.0 | 43900 | 43 | 622 |
| li1 | - | - | - | 15444 |
| met4 | 4.60 | 2260 | 2.2 | 0 |
| met1 | 42.4 | 48300 | 47 | 14878 |
area by class of cell:
type | count | area, µm² | share of cell area [%]
clock inverter | 32 | 418 | 0.889
antenna | 1 | 2.50 | 0.00532
timing repair buffer | 194 | 1910 | 4.06
inverter | 453 | 1700 | 3.62
tap | 1080 | 1350 | 2.87
sequential | 487 | 12200 | 25.9
clock buffer | 77 | 1670 | 3.54
multi-input combinational | 3449 | 27800 | 59.1
through the flow:
step,area (µm²),hold WS (ns)
3_3_place_gp,44900,0.334
2_1_floorplan,42200,0.331
3_5_place_dp,44900,0.346
4_1_cts,47000,0.360
5_1_grt,47000,0.364
6_report,47000,0.362
power breakdown:
part | switching, mW | internal, mW | total [mW] | leakage [nW]
Sequential | 0.611 | 2.43 | 3.04 | 6.29
Combinational | 3.06 | 2.20 | 5.27 | 16.2
Clock | 0.891 | 1.28 | 2.17 | 1.02
Total | 4.56 | 5.91 | 10.5 | 23.5
cells in the mapped netlist, drive strengths merged, types with 22 or more instances:
cell / count / area share [%]
a211oi: 47 / 0.87
a21o: 72 / 1.3
a21oi: 152 / 1.8
a22o: 80 / 1.7
a31oi: 29 / 0.43
and2: 470 / 7.0
clkbuf: 120 / 1.1
dfrtp: 486 / 29
fa: 332 / 16
ha: 456 / 14
inv: 453 / 4.0
nand2: 501 / 4.5
nand2b: 165 / 2.4
nand3: 144 / 1.7
nor2: 109 / 0.97
nor3: 38 / 0.46
o21a: 28 / 0.50
o21ai: 432 / 5.1
o21bai: 29 / 0.52
o31ai: 22 / 0.40
xnor2: 106 / 2.2
xor2: 91 / 1.9
path summary, 6_finish.rpt:
check | startpoint | to | slack (ns) | depth (start not counted)
max | weigts8[2] | pps1_8[15] | 5.97 | 15
min | cstate[4] | cstate[2] | 0.36 | 0
max reg2reg | weigts8[2] | pps1_8[15] | 5.97 | 15
min reg2reg | cstate[4] | cstate[2] | 0.36 | 0
max in group asynchronous | rst_n | weigts9[3] | 7.29 | 3
min in group asynchronous | rst_n | Out_OFM[3] | 1.42 | 1
Power is estimated from default activity; no workload was simulated.
