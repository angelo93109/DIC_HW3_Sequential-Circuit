==> /design/flow/design.v <==
module Convolution_example(
    clk,
    rst_n,
	in_valid,
	In_IFM_1,
	In_IFM_2,
	In_IFM_3,
	In_IFM_4,	
	In_Weight_1,
	In_Weight_2,
	In_Weight_3,
	In_Weight_4,	
    out_valid, 
	Out_OFM
    );
input clk, rst_n;
input in_valid;
input[7:0]In_IFM_1;
input[7:0]In_IFM_2;
input[7:0]In_IFM_3;
input[7:0]In_IFM_4;
input[7:0]In_Weight_1;
input[7:0]In_Weight_2;
input[7:0]In_Weight_3;
input[7:0]In_Weight_4;
output reg out_valid;
output reg [18:0]Out_OFM;
parameter IDLE       = 2'd0;
parameter IN         = 2'd1;
parameter Cal        = 2'd2;
parameter Out        = 2'd3;
reg [1:0]cstate;
reg [1:0]nstate;
reg [7:0]In_1;
reg [7:0]In_2;
reg [7:0]In_3;
reg [7:0]In_4;
reg [7:0]weigts1;
reg [7:0]weigts2;
reg [7:0]weigts3;
reg [7:0]weigts4;
wire [18:0]Adder;
always@(posedge clk or negedge rst_n)
begin
	if(!rst_n)
		cstate <= IDLE;
	else 
		cstate <= nstate;
end
always@(*)
begin
	case(cstate)
		IDLE:  
			if(in_valid==1)   
				nstate = IN;      
			else
				nstate = cstate;
		IN:
			nstate = Cal;
		Cal:  
			nstate = Out;         
		Out: 	                           
			nstate = IDLE;
		default
			nstate = cstate;
	endcase
end
always@(posedge clk or negedge rst_n)   
begin
	if(!rst_n)
		begin
			In_1 <= 8'd0;
			In_2 <= 8'd0;
			In_3 <= 8'd0;
			In_4 <= 8'd0;
		end
	else if(in_valid == 1)
		begin
			In_1 <= In_IFM_1;
			In_2 <= In_IFM_2;	
			In_3 <= In_IFM_3;	
			In_4 <= In_IFM_4;	
		end	
	else if(cstate == IDLE)
		begin
			In_1 <= 8'd0;
			In_2 <= 8'd0;
			In_3 <= 8'd0;
			In_4 <= 8'd0;
		end
	else
		begin
			In_1 <= In_1;
			In_2 <= In_2;
			In_3 <= In_3;
			In_4 <= In_4;
		end
end
always@(posedge clk or negedge rst_n)   
begin
	if(!rst_n)
		begin
			weigts1 <= 8'd0;
			weigts2 <= 8'd0;
			weigts3 <= 8'd0;
			weigts4 <= 8'd0;
		end
	else if(in_valid == 1)
		begin
			weigts1 <= In_Weight_1;
			weigts2 <= In_Weight_2;	
			weigts3 <= In_Weight_3;	
			weigts4 <= In_Weight_4;	
		end
	else if(cstate == IDLE)
		begin
			weigts1 <= 8'd0;
			weigts2 <= 8'd0;
			weigts3 <= 8'd0;
			weigts4 <= 8'd0;
		end	
	else
		begin
			weigts1 <= weigts1;
			weigts2 <= weigts2;
			weigts3 <= weigts3;
			weigts4 <= weigts4;
		end
end
assign Adder = (In_1 * weigts1) +  (In_2 * weigts2)+  (In_3 * weigts3)+  (In_4 * weigts4);
always@(posedge clk or negedge rst_n)
begin
	if(!rst_n)
		Out_OFM <= 19'd0;
	else if(cstate == Out)
		Out_OFM <= Adder;
	else 
		Out_OFM <= 19'd0;
end
always@(posedge clk or negedge rst_n)
begin
	if(!rst_n)
		out_valid <= 1'd0;
	else if(cstate == Out)
		out_valid <= 1'd1;
	else 
		out_valid <= 1'd0;
end
endmodule
==> /design/flow/run.sh <==
#!/bin/bash
# OpenROAD 26Q1-2900-gdf79404cd8, Yosys 0.63+post, stock flow scripts
make -C /OpenROAD-flow-scripts/flow DESIGN_CONFIG=/design/flow/config.mk WORK_HOME=/design/flow/orfs finish
==> /design/flow/config.mk <==
export PLATFORM = sky130hd
export DESIGN_NAME = Convolution_example
export DESIGN_NICKNAME = Convolution_example
export VERILOG_FILES = /design/flow/design.v
export SDC_FILE = /design/flow/constraint.sdc
export NUM_CORES = 4
export LEC_CHECK = 1
export CORE_UTILIZATION = 30
==> /design/flow/constraint.sdc <==
current_design Convolution_example

set clk_period 8.0
set clk_io_pct 0.2

create_clock -name clk0 -period $clk_period [get_ports {clk}]

set non_clock_inputs [all_inputs -no_clocks]
set_input_delay [expr $clk_period * $clk_io_pct] -clock clk0 $non_clock_inputs
set_output_delay [expr $clk_period * $clk_io_pct] -clock clk0 [all_outputs]
==> notes.md <==
The following summarizes the physical implementation.

Outcome
The flow ran to the end, and the final reports show no timing, DRC or antenna violations.

Setup path
The element type at the critical path start is a register. According to the timing report, the data required time at the worst endpoint equals approximately 8.3 ns. The setup slack of the most critical reg-to-reg path is 1.52 ns. STA lists the startpoint of the worst register-to-register path as In_1[3]$_DFFE_PN0P_.

The worst register-to-register path depth is 19. The category of the critical setup timing path is register to register. The worst setup path is captured at a register. The data arrival at the endpoint of the critical path is 6.77 ns. STA lists the endpoint of the worst register-to-register path as Out_OFM[18]$_DFF_PN0_.

Of all nets on the critical path, the largest fanout is 9.

Min path
The number of cells traversed by the worst hold path is 0. The worst min-delay path class is register to register. The worst hold endpoint is cstate[1]$_DFF_PN0_.

For the worst min-delay path, the startpoint reported by OpenROAD is cstate[2]$_DFF_PN0_.

Placement
The post-placement cell area is approximately 14000 um2. The global placer's final weighted congestion is 0.898. In this run the tool buffered the top-level ports with 86 buffer cells.

Setup slack on the worst path after placement came out at 1.52 ns. The placed wire-length estimate is 24.2 mm.

Floorplan
The row count is 74. In this run the count of I/O pins placed on the die edge is between 80 and 90. The floorplan utilization is 30.4%.

The chip occupies 42200 um2. The die span in x is 205 um. The floorplan step defined a core boundary enclosing just over 40000 um2. From bottom edge to top edge, the die measures 205 um.

Clock tree
Looking at the clock tree report, the H-tree level count equals 3. Clock tree synthesis found a total of just under 90 sinks. CTS added clock buffers totalling 9. Once the clock tree was built, the resizer swapped 0 gates to a different size. For reference, the clock transition at the flip-flops on the worst setup and hold paths is 0.08 ns. The post-CTS repair timing setup buffer count is 0. The tree is rooted in a clkbuf_16. The clock tree from TritonCTS is yes. As reported, the later end of the worst-skew pair has a clock insertion delay of 0.37 ns.

In this run the deepest clock path goes through 2 buffers. The post-CTS hold buffer count recorded in the log is 0.

Logic synthesis
The biggest area contributor in the post-synthesis netlist is fa_1. In this run the biggest area consumer among cell types represents a little over a third of the synthesized area. Synthesis instantiated 36 different standard cells from the library. The number of synthesized flops with an enable pin is 0. After synthesis, the chip area reported by Yosys is 12400 um2. By area the synthesized netlist is led by fa_1 (36%), dfrtp_1 (18%), ha_1 (13%), inv_1 (9.1%), and2_1 (8.9%).

Yosys reported that registers with async set or reset make up 100%. Sequential cells were found to cover 17.8% of the synthesized design area. In the synthesized netlist, the cells that appear most often are inv_1 (302), nand2_1 (235), fa_1 (225). Counting the warning lines in the Yosys log gives 1. The mean instance size in the synthesized netlist is 9.34 um2. Yosys instantiated no cell more often than inv_1.

The count of mapped cells out of synthesis is 1328. The cell count in the Yosys report is 1328. The netlist area before placement is 12400 um2. Counting flops and latches in the post-synthesis netlist gives about 88. The main flop type is dfrtp_1.

Final timing
The end-of-flow timing check tallies setup violations at 0. The worst relative slew slack is approximately 50%. In the final timing run, aggregate negative setup slack is 0 ns.

The final count of pins violating max slew is 0. The time the worst path needs with I/O delays and setup is 6.48 ns. The achievable frequency is roughly 150 MHz. The ratio of final minimum period to clock period is just over 80%.

The worst-case setup margin in the final layout is 1.52 ns. Looking at the max-slew report, the worst-margin pin has a slew of 0.754 ns. Counting endpoints that fail hold in the final report gives 0. Setup repair after global routing left no endpoint under its margin. The final worst clock skew is 0.0163 ns.

GRT
The maximum number of pins on one net before global-route repair is 66. The number of antenna violations at the first check in global routing came to 0. The first global-routing pass estimated 48.6 mm of wire. The via count of the first global-routing pass came to 9356. Per the GRT congestion report, total overflow comes to 0.

The global-route total usage across every layer is 15.5%.

Route
The DRC violation count after routing is 0. For this block, the routed nets add up to 29.0 mm of wire. The detailed router placed 8545 vias in this run. The average wire per standard cell is 15.1 um. The violation tally recorded at the end of detailed-routing iteration 0 is 349. The script logs the ratio of routed vias to standard cells as 4.44. The detailed-router iteration count before antenna repair is 4.

Per the post-route antenna check, the number of violating nets is 0. The repair_antennas step left the layout with diodes totalling 0.

Layout
The area growth from synthesis to layout is 14.1%. The fraction of layout cells with a size suffix above 1 is 2.01%. The final cell area excluding filler cells is 14100 um2.

The register area is approximately 2200 um2. The count of fill cells added during filler insertion is 4056. The area taken by multi-input combinational cells is reported as around 8900 um2.

Flow run
The logs give a warning total of 29. Per the run summary, max-cap violations total 0.
per-stage QoR:
stage / hold slack, ns / instances / utilization, %
after floorplan: 0.331 / 1328 / -
after global placement: 0.331 / 1909 / 33.8
after detailed placement: 0.335 / 1909 / 33.8
after CTS: 0.351 / 1924 / 34.6
after global routing: 0.357 / 1924 / 34.6
final: 0.349 / 1924 / 34.6
layout by cell type, fill, tap and decap left out, types with 3 or more instances in the layout:
| master | n |
|---|---|
| nand2b_1 | 4 |
| clkbuf_16 | 9 |
| bufinv_16 | 3 |
| xnor2_1 | 4 |
| dfrtp_1 | 87 |
| a21o_1 | 6 |
| fa_1 | 225 |
| xor2_1 | 4 |
| nor3_1 | 4 |
| ha_1 | 129 |
| inv_1 | 301 |
| o21ai_0 | 70 |
| buf_4 | 7 |
| clkdlybuf4s50_1 | 84 |
| a21oi_1 | 10 |
| and2_1 | 176 |
| mux2i_1 | 4 |
| nand2_1 | 235 |
cells by family (layout without fill, tap and decap cells):
logic type               after synthesis  count (layout)  share of synthesized area [%]
adder cells (fa/ha/maj)              354             354                           49.3
XOR/XNOR                               8               8                          0.565
multiplexers                           4               4                          0.323
flip-flops                            88              88                           17.8
AND-OR/OR-AND                        101             101                           4.76
AND/OR/NAND/NOR                      428             428                           16.8
buffers and inverters                345             409                           10.5
worst max path at each step:
| stage | start | end | slack, ns | depth (start not counted) |
|---|---|---|---|---|
| finish | In_1[3]$_DFFE_PN0P_ | Out_OFM[18]$_DFF_PN0_ | 1.52 | 19 |
| global route | In_1[3]$_DFFE_PN0P_ | Out_OFM[16]$_DFF_PN0_ | 1.19 | 19 |
| CTS | In_1[3]$_DFFE_PN0P_ | Out_OFM[18]$_DFF_PN0_ | 1.49 | 19 |
state kept, by name, indices dropped and copies added (netlist names):
name       cells
In_1           8
weigts2        8
In_4           8
In_3           8
Out_OFM       19
weigts1        8
weigts3        8
In_2           8
cstate         4
out_valid      1
weigts4        8
worst max-delay path, cell delays in order, from the launching register on:
cell     delay, ns
dfrtp_1       0.48
and2_1        0.22
fa_1          0.53
inv_1         0.05
fa_1          0.49
fa_1          0.45
fa_1          0.51
fa_1          0.51
inv_1         0.05
fa_1          0.53
inv_1         0.05
fa_1          0.44
fa_1          0.49
inv_1         0.04
ha_1          0.33
o211a_1       0.25
a21oi_2       0.31
o21ai_1       0.22
a41oi_2       0.24
mux2i_1       0.21
layout make-up:
| cell class | instances | share of cell area, % |
|---|---|---|
| sequential | 88 | 15.6 |
| clock buffer | 10 | 1.69 |
| inverter | 302 | 8.01 |
| multi-input combinational | 895 | 62.9 |
| timing repair buffer | 92 | 6.35 |
| tap | 532 | 4.71 |
| clock inverter | 5 | 0.743 |
routing by layer:
| layer | wire length, um | global-route usage, % |
|---|---|---|
| met1 | 13200 | 23.4 |
| met3 | 1840 | 4.21 |
| met4 | 360 | 1.56 |
| met5 | 0 | 0 |
| met2 | 13600 | 24.0 |
